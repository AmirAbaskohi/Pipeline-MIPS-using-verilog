## flow/run.sh

```bash
#!/bin/bash
# OpenROAD 26Q1-2900-gdf79404cd8, Yosys 0.63+post, stock flow scripts
make -C /OpenROAD-flow-scripts/flow DESIGN_CONFIG=/design/flow/config.mk WORK_HOME=/design/flow/orfs finish
```

## flow/config.mk

```make
export PLATFORM = sky130hd
export DESIGN_NAME = forwarding
export DESIGN_NICKNAME = forwarding
export VERILOG_FILES = /design/flow/design.v
export SDC_FILE = /design/flow/constraint.sdc
export NUM_CORES = 4
export LEC_CHECK = 1
export CORE_AREA = 10 10 70 70
export DIE_AREA = 0 0 80 80
```

## flow/constraint.sdc

```tcl
current_design forwarding

set clk_period 2.3
set clk_io_pct 0.2

create_clock -name clk0 -period $clk_period

set non_clock_inputs [all_inputs -no_clocks]
set_input_delay [expr $clk_period * $clk_io_pct] -clock clk0 $non_clock_inputs
set_output_delay [expr $clk_period * $clk_io_pct] -clock clk0 [all_outputs]
```

## flow/design.v

```verilog
module forwarding(input[4:0] Rs, Rt, id_exRtOut, ex_memRdOut, id_exRsOut, mem_wbRdOut,
                       input ex_memRegWriteOut, mem_wbRegWriteOut,
                       output reg [1:0] EqCS1, EqCS2, ALUAS, ALUBS);
    always@(Rs, Rt, id_exRtOut, ex_memRdOut, id_exRsOut, mem_wbRdOut, ex_memRegWriteOut, mem_wbRegWriteOut) begin
        {ALUAS, ALUBS, EqCS1, EqCS2} <= 8'b00000000;
        if ((ex_memRdOut != 0) && (id_exRsOut == ex_memRdOut) && (ex_memRegWriteOut == 1'b1))
            ALUAS <= 2'b01;
        else if ((mem_wbRdOut != 0) && (id_exRsOut == mem_wbRdOut) && (mem_wbRegWriteOut == 1'b1))
            ALUAS <= 2'b10;
        if ((ex_memRdOut != 0) && (id_exRtOut == ex_memRdOut) && (ex_memRegWriteOut == 1'b1))
            ALUBS <= 2'b01;
        else if ((mem_wbRdOut != 0) && (id_exRtOut == mem_wbRdOut) && (mem_wbRegWriteOut == 1'b1))
            ALUBS <= 2'b10;
        if ((ex_memRdOut != 0) && (Rs == ex_memRdOut) && (ex_memRegWriteOut == 1'b1))
            EqCS1 <= 2'b01;
        else if ((mem_wbRdOut != 0) && (Rs == mem_wbRdOut) && (mem_wbRegWriteOut == 1'b1))
            EqCS1 <= 2'b10;
        if ((ex_memRdOut != 0) && (Rt == ex_memRdOut) && (ex_memRegWriteOut == 1'b1))
            EqCS2 <= 2'b01;
        else if ((mem_wbRdOut != 0) && (Rt == mem_wbRdOut) && (mem_wbRegWriteOut == 1'b1))
            EqCS2 <= 2'b10;
    end
endmodule
```

==> results.json <==
{
  "outcome": "finished, final reports clean",
  "p_int_w": 0.000121,
  "hp-class": "input pin to output pin",
  "grt_pass1_wl_um": 3990,
  "avgViaCountPerCell": 3.98,
  "cp-start-kind": "input pin",
  "drtPass1Iterations": 4,
  "hold_violations": 0,
  "area_growth_pct": 119,
  "drv_cap": 0,
  "worst_path_most_repeated_cell": "buf_6",
  "grt_max_degree": 6,
  "grt_antenna_before_repair": 0,
  "ctsHoldBuffers": 0,
  "crit_arrival_ps": 1800,
  "mostFrequentLayoutCells": "buf_4, dlygate4sd2_1, xor2_1",
  "row_count": 21,
  "drt_drc_violations_left": 0,
  "drt-total-wl_um": 2510,
  "combinationalPowerShare_pct": 100.0,
  "drt_iter0_drc": 15,
  "postSynthAreaPerCell_sq_um": 8.01,
  "wl_per_cell_um": 14.2,
  "finalNonFillerCells": 177,
  "worstSetupStartpoint": "ex_memRdOut[1]",
  "finalWeightedCongestion": 0.840,
  "die-height_um": 80,
  "chip_area_sq_mm": 0.00640,
  "worst-path-buf-inv": 4,
  "slew_viol_final": 0,
  "p_leak_nw": 0.564,
  "num_vias": 705,
  "clkbuf_count": 0,
  "fin_crit_sh_pct": 98.2,
  "logic_area_sq_um": 657,
  "syn_area_sq_um": 593,
  "fin_crit_ps": 2260,
  "final_layout_top_logic_cell": "buf_4",
  "cp_slowest_cell": "or4_4",
  "first_global_vias": 776,
  "overflow": 0,
  "design_area_sq_mm": 0.00130,
  "dpl_cell_area_sq_mm": 0.00117,
  "yosysWarnings": 1,
  "endpoint_kind": "output pin",
  "max_freq_mhz": 443,
  "ant_nets": 0,
  "critPathMaxFanout": 2,
  "max-vdd-ir-drop_mv": 0.0772,
  "setup_viol": 0,
  "grt_usage_pct": 7.75,
  "cp.depth": 7,
  "antenna_cells_inserted": 0,
  "slew-limit-headroom_pct": 74.2,
  "fp.coreArea_sq_mm": 0.00342,
  "pwr-share-seq_pct": 0,
  "fill_cells": 355,
  "synth_cells": 74,
  "chipWidth_um": 80,
  "cp_data_required_time_ps": 1840,
  "max_stage_delay_ps": 540,
  "drive_above_1_share_pct": 39.7,
  "rsz0062_at_grt": "true",
  "p_sw_w": 0.0000979,
  "port_buffers": 40,
  "cp_top_family": "buffers and inverters",
  "dp_cells": 173,
  "ys_types": 14,
  "worstSetupPathType": "input pin to output pin",
  "power_density_mw_per_mm2": 169,
  "pin_count": 40,
  "p_clk_share_pct": 0,
  "log.warning_count": 33,
  "seq_cell_count": 0,
  "switching_share_pct": 44.6,
  "crit_path_end": "EqCS2[0]",
  "tightest_slew_ps": 387,
  "tns_ps": 0,
  "yosys_area_sq_um": 593,
  "seq_area_sq_um": 0,
  "dp_hpwl_um": 2040,
  "fp_util_pct": 17.4,
  "ys_seq_share_pct": 0,
  "path_cells": "buf_6, or4_4, o21ai_4, buf_6, nor4_4, buf_4, dlygate4sd2_1",
  "yosysCellCount": 74
}
## logic make-up after synthesis
kind of cell	count (synthesis)	synth area share (%)
XOR/XNOR	40	59.1
AND/OR/NAND/NOR	22	28.5
buffers and inverters	10	8.23
AND-OR/OR-AND	2	4.22
## synth_stat cells
cell,number,area [sq um]
xor2_1,20,175
nand3_1,8,40.0
nor3_2,4,40.0
clkbuf_2,1,5.00
or4_1,1,7.51
or4_4,1,11.3
nor3_1,4,20.0
buf_2,2,10.0
nor4_2,4,50.1
xnor2_1,20,175
buf_6,1,11.3
o21ai_4,1,16.3
clkbuf_1,6,22.5
o21ai_2,1,8.76
## per-stage QoR
step / utilization [%] / hold slack (ps) / setup slack (ps) / power [W]
after detailed placement: 34.4 / 1990 / -642 / 0.000196
after floorplan: - / 1040 / 322 / 0.0000908
after global placement: 34.4 / 2010 / -647 / 0.000195
after CTS: 37.7 / 1570 / 11.7 / 0.000218
final: 37.9 / 1550 / 41.6 / 0.000219
after global routing: 37.9 / 1600 / -27.5 / 0.000237
## power by group through the flow
| stage | logic (W) | registers [W] | clock network [W] |
|---|---|---|---|
| finish | 0.000219 | 0 | 0 |
| global route | 0.000237 | 0 | 0 |
| CTS | 0.000218 | 0 | 0 |
## metal layers
layer	routed length [um]	vias up	share of wire [%]	GRT usage, %
li1	-	356	-	-
met1	1260	323	50	11.7
met2	1140	26	45	11.9
met3	113	0	4.5	1.25
met4	0	0	0	0
met5	0	-	0	0
## how the worst min path moves through the flow
stage / start / endpoint / slack (ps) / cells after the start
after CTS: Rs[2] / EqCS1[1] / 1570 / 6
after global routing: id_exRsOut[1] / ALUAS[1] / 1600 / 6
final: id_exRsOut[1] / ALUAS[1] / 1550 / 6
## timing repair
action,4_1_cts,5_1_grt
gates resized,66,4
setup endpoints to repair,8,6
hold endpoints to repair,0,0
pin swaps,12,2
setup buffers,4,0
## layout make-up
cell class / count / area share, %
multi-input cells: 64 / 50.7
well taps: 46 / 4.44
repair buffers: 67 / 44.9
Power is estimated from default activity; no workload was simulated.
