### /design/flow/design.v
module SignalController(input [31:0] InstInController, 
                        output reg ALUSrc, RegWrite, beq, bne, jmp, MemRead, MemWrite, MemToReg, RegDst, 
                        output reg [1:0] aluop);
    wire[5:0] Opcode;
    assign Opcode = InstInController[31:26];                    
    always@(InstInController)begin
      {ALUSrc,RegWrite,beq,bne,MemRead,MemWrite,MemToReg,RegDst,jmp,aluop} = 11'b00000000000;
      if(InstInController == 32'b00000000000000000000000000000000)
        {ALUSrc,RegWrite,beq,bne,MemRead,MemWrite,MemToReg,RegDst,jmp,aluop} = 11'b00000000000;
      else if(Opcode == 6'b000000)begin  
        {ALUSrc,RegWrite,beq,bne,MemRead,MemWrite,MemToReg,RegDst,jmp} = 9'b010000010;
        aluop = 2'b10;
      end
      else if(Opcode == 6'b001100 || Opcode == 6'b001000)begin  
        {ALUSrc,RegWrite,beq,bne,MemRead,MemWrite,MemToReg,RegDst,jmp} = 9'b110000000;
        aluop = (Opcode == 6'b001100) ? 2'b11 : 2'b00;
      end
      else if(Opcode == 6'b100011)begin  
        {ALUSrc,RegWrite,beq,bne,MemRead,MemWrite,MemToReg,RegDst,jmp} = 9'b110010100;
        aluop = 2'b00;
      end
      else if(Opcode == 6'b101011)begin  
        {ALUSrc,RegWrite,beq,bne,MemRead,MemWrite,MemToReg,RegDst,jmp} = 9'b100001000;
        aluop = 2'b00;
      end
      else if(Opcode == 6'b000100)begin  
        {ALUSrc,RegWrite,beq,bne,MemRead,MemWrite,MemToReg,RegDst,jmp} = 9'b001000000;
        aluop = 2'b01;
      end
      else if(Opcode == 6'b000101)begin  
        {ALUSrc,RegWrite,beq,bne,MemRead,MemWrite,MemToReg,RegDst,jmp} = 9'b000100000;
        aluop = 2'b01;
      end
      else if(Opcode == 6'b000010)begin  
        {ALUSrc,RegWrite,beq,bne,MemRead,MemWrite,MemToReg,RegDst,jmp} = 9'b000000001;
        aluop = 2'b00;
      end
    end
endmodule
module ALUControllerC(input [1:0] aluop,
                      input [5:0] Funccode, 
                      output reg [2:0] AluOperation);
    always@(aluop, Funccode)begin
      if(aluop == 2'b10)begin
        if(Funccode == 6'b100000) AluOperation = 3'b010;  
        else if(Funccode == 6'b100100) AluOperation = 3'b000;  
        else if(Funccode == 6'b100101) AluOperation = 3'b001;  
        else if(Funccode == 6'b100010) AluOperation = 3'b011;  
        else if(Funccode == 6'b101010) AluOperation = 3'b100;  
        else AluOperation = 3'b010;
      end
      else if(aluop == 2'b00) AluOperation = 3'b010;  
      else if(aluop == 2'b01) AluOperation = 3'b011;  
      else if(aluop == 2'b11) AluOperation = 3'b000;  
    end
endmodule
module MIPS_Controller(input [31:0] InstInController,
                       input areEqual, 
                       output [1:0] PCSrc, 
                       output [8:0] controllerSignals, 
                       output Branch, instClear);
    wire MemToReg, RegWrite, MemRead, MemWrite, ALUSrc, RegDst;
    wire [2:0] ALUOP;
    wire be,bn,jmp;
    wire [1:0] op;
    wire [5:0] Funccode;
    assign Funccode = InstInController[5:0];
    SignalController sc(InstInController, ALUSrc, RegWrite, be, bn, jmp, MemRead, MemWrite, MemToReg, RegDst, op);
    ALUControllerC aluc(op, Funccode, ALUOP);
    assign Branch = be || bn;
    assign PCSrc = (jmp) ? 2'b10 : ((be && areEqual) || (bn && ~areEqual)) ? 2'b01 : 2'b00;
    assign instClear = ((jmp) || (be && areEqual) || (bn && ~areEqual)) ? 1'b1 : 1'b0;
    assign controllerSignals = {MemToReg, RegWrite, MemRead, MemWrite, ALUSrc, ALUOP, RegDst};
endmodule
### /design/flow/constraint.sdc
current_design MIPS_Controller

set clk_period 3.7
set clk_io_pct 0.2

create_clock -name clk0 -period $clk_period

set non_clock_inputs [all_inputs -no_clocks]
set_input_delay [expr $clk_period * $clk_io_pct] -clock clk0 $non_clock_inputs
set_output_delay [expr $clk_period * $clk_io_pct] -clock clk0 [all_outputs]
### /design/flow/config.mk
export PLATFORM = sky130hd
export DESIGN_NAME = MIPS_Controller
export DESIGN_NICKNAME = MIPS_Controller
export VERILOG_FILES = /design/flow/design.v
export SDC_FILE = /design/flow/constraint.sdc
export NUM_CORES = 4
export LEC_CHECK = 1
export CORE_AREA = 10 10 70 70
export DIE_AREA = 0 0 80 80
### /design/flow/run.sh
#!/bin/bash
# OpenROAD 26Q1-2900-gdf79404cd8, Yosys 0.63+post, stock flow scripts
make -C /OpenROAD-flow-scripts/flow DESIGN_CONFIG=/design/flow/config.mk WORK_HOME=/design/flow/orfs finish
==> CHANGELOG.md <==
### Changed

- Outcome: completed
- Dpl cell area: 821 sq um
- Placement Setup Slack: -0.0507 ns
- CTS Hold Bufs: 0
- Worst Setup Start Kind: input pin
- Antenna diode count: 0
- Final period utilization: 0.968
- Worst hold path stage count: 4
- Via count: 519
- FMAX: 0.279 GHz
- First-pass GRT wire length: 2640 um
- Synth unique cells: 22
- Final Worst Setup Slack: 0.118 ns
- Total power: 0.0000562 W
- # DRC: 0
- Port Buffers: 46
- Post-layout util: 0.244
- Final setup viols: 0
- Power density over the cells: 67.3 nW/um^2
- Pleak: 0.312 nW
- Die H: 80 um
- Number of global-route vias before repair: 599
- Critical Path AT: 2.84 ns
- Biggest area cells: buf_4 (15%), dlxtn_1 (13%), nor4_1 (13%)
- Io pins: 46
- Max reg flops: 3
- GPL Wtd Cong: 0.681
- Hold Path End: PCSrc[0]
- Synthesized area per cell: 6.69 sq um
- GR Overflow Total: 0
- DIE AREA: 6400 sq um
- Endpoints left unconstrained: 3
- Worst Hold Launch: InstInController[26]
- Number of vias per cell: 3.68
- Critical-path maximum fanout: 4
- Row count: 21
- Core ar.: 3420 sq um
- Worst Setup End Kind: output port
- Antenna violations before repair: 0
- Worst min path class: in -> out
- Kind of critical path: in -> out
- Pre-Place Util: 0.102
- Area leader share: 0.151
- Comb area: 254 sq um
- Fraction of layout cells with a size suffix above 1: 0.0632
- Synth warnings: 2
- Max Slew Vio Count: 0
- Yosys synthesis chip area: 348 sq um
- Synth Cell Area: 348 sq um
- Sequential Area: 45.0 sq um
- Hold Fails Final Rpt: 0
- Post-route cell area: 835 sq um
- Mapped Cells: 52
- # Cells Yosys: 52
- DRT Pass-1 Iters: 2
- Die width: 80 um
- Largest net degree at the start of global routing: 8
- RSZ-0062 raised after global routing: no
- DRT iter0 DRCs: 4
- Post-layout min period: 3.58 ns
- Yosys top cell by area: buf_4
- Fin Hold WS: 2.28 ns
- Register pins left without a clock: 3
- Max-cap violation count: 0
- Worst vdd ir: 0.0227 mV
- Routed wire length per instance: 11.3 um
- Tot GR Track Use: 0.0504
- DRT antenna net count: 0
- Fillers: 381
- Yosys reg bits: 3
- Post-Route WL: 1590 um
- Total tool warning count: 32
- P&R area growth vs syn: 140%
- Crit path required time: 2.96 ns
layout make-up:
class | instances | area share
Inverter | 1 | 0.00450
Multi-Input combinational cell | 43 | 0.304
Sequential cell | 3 | 0.0540
Tap cell | 46 | 0.0690
Timing Repair Buffer | 48 | 0.568
logic make-up after synthesis:
logic type / synth area share
AND-OR/OR-AND: 0.126
XOR/XNOR: 0.0252
buffers and inverters: 0.162
latches: 0.129
other: 0.0108
AND/OR/NAND/NOR: 0.547
per-stage QoR:
stage                     cells  TNS, ns
final                       141        0
after global routing        141        0
after CTS                   140        0
after detailed placement    139  -0.0507
after global placement      139  -0.0435
after floorplan              54        0
synthesized netlist by cell type:
| cell | n |
|---|---|
| nor3_1 | 2 |
| nor2_1 | 8 |
| and3_1 | 1 |
| conb_1 | 1 |
| xnor2_1 | 1 |
| nand2b_1 | 1 |
| dlxtn_1 | 3 |
| nor4_4 | 1 |
| nand3_1 | 2 |
| nor4_1 | 7 |
| nand4_1 | 1 |
| nor3b_1 | 1 |
| nand4b_1 | 1 |
| inv_1 | 1 |
| or2_2 | 1 |
| a31oi_1 | 1 |
| a21oi_1 | 3 |
| buf_4 | 7 |
| o31ai_2 | 1 |
| nand4b_2 | 1 |
| nand2_1 | 5 |
| o21ai_0 | 2 |
how the worst max path moves through the flow:
stage	end	cells past startpoint	from	slack, ns
6_report	controllerSignals[1]	8	InstInController[30]	0.12
5_1_grt	controllerSignals[1]	8	InstInController[30]	0.004
4_1_cts	controllerSignals[1]	7	InstInController[26]	0.02
layout by cell type (no fill, tap or decap):
| cell type | n |
|---|---|
| nand2b_1 | 1 |
| or2_2 | 1 |
| nand3_1 | 2 |
| a31oi_1 | 1 |
| nor3b_1 | 1 |
| o31ai_2 | 1 |
| dlygate4sd2_1 | 3 |
| nand4_1 | 1 |
| xnor2_1 | 1 |
| clkdlybuf4s50_1 | 42 |
| a21oi_1 | 3 |
| nand4b_1 | 1 |
| and3_1 | 1 |
| nand4b_2 | 1 |
| nand2_1 | 5 |
| inv_1 | 1 |
| nor4_4 | 1 |
| dlymetal6s2s_1 | 1 |
| dlxtn_1 | 3 |
| conb_1 | 3 |
| buf_4 | 2 |
| nor4_1 | 7 |
| nor2_1 | 8 |
| o21ai_0 | 2 |
| nor3_1 | 2 |
repair_timing:
action,in CTS,in global routing
pin swaps,1,1
setup endpoints to repair,1,2
endpoints found under the hold margin,0,0
resized,3,1
setup buffers,1,1
per-layer routing:
layer / GRT usage / up-vias / wire length (um)
li1: - / 270 / -
met3: 0.0341 / 0 / 271
met2: 0.0787 / 32 / 662
met1: 0.0596 / 217 / 655
met4: 0 / 0 / 0
met5: 0 / - / 0
worst max-delay path, stage by stage:
cell	delay, ns
dlygate4sd2_1	0.28
nor4_4	0.37
buf_4	0.18
buf_4	0.10
nand4b_2	0.13
o31ai_2	0.23
dlxtn_1	0.35
clkdlybuf4s50_1	0.46
report_power, final:
part | internal [W] | switching, W | leakage (nW) | total, W
registers | 0.00000149 | 0.0000000587 | 0.0237 | 0.00000155
logic | 0.0000381 | 0.0000166 | 0.288 | 0.0000547
clock network | 0 | 0 | 0 | 0
Power and IR drop assume default switching activity.
