File: run.sh
#!/bin/bash
# OpenROAD 26Q1-2900-gdf79404cd8, Yosys 0.63+post, stock flow scripts
make -C /OpenROAD-flow-scripts/flow DESIGN_CONFIG=/design/flow/config.mk WORK_HOME=/design/flow/orfs finish
File: constraint.sdc
current_design hazard

set clk_period 3.0
set clk_io_pct 0.2

create_clock -name clk0 -period $clk_period

set non_clock_inputs [all_inputs -no_clocks]
set_input_delay [expr $clk_period * $clk_io_pct] -clock clk0 $non_clock_inputs
set_output_delay [expr $clk_period * $clk_io_pct] -clock clk0 [all_outputs]
File: design.v
module hazard(input [4:0] Rs, Rt, id_exRdMuxOut, ex_memRdOut,
                   input id_exMemReadOut, id_exRegWriteOut, ex_memMemReadOut, ex_memRegWriteOut, Branch,
                   output reg NOPS, IF_IDWrite, PCWrite);
    initial {NOPS, IF_IDWrite, PCWrite} <= 3'b011;
    always@(Rs, Rt, id_exRdMuxOut, ex_memRdOut, id_exMemReadOut, 
            id_exRegWriteOut, ex_memMemReadOut, ex_memRegWriteOut, Branch)begin
              if(Branch)begin
                if((id_exRdMuxOut != 0) && (id_exRegWriteOut == 1'b1) && (Rs == id_exRdMuxOut || Rt == id_exRdMuxOut))
                  {NOPS, IF_IDWrite, PCWrite} <= 3'b100;
                else if ((ex_memRdOut != 0) && (ex_memMemReadOut == 1'b1) && (Rs == ex_memRdOut || Rt == ex_memRdOut))
                  {NOPS, IF_IDWrite, PCWrite} <= 3'b100;
                else 
                  {NOPS, IF_IDWrite, PCWrite} <= 3'b011;
              end
              else begin
                if ((id_exRdMuxOut != 0) && (id_exMemReadOut == 1'b1) && (Rs == id_exRdMuxOut || Rt == id_exRdMuxOut))
                  {NOPS, IF_IDWrite, PCWrite} <= 3'b100;
                else
                  {NOPS, IF_IDWrite, PCWrite} <= 3'b011;
              end
            end
endmodule
File: config.mk
export PLATFORM = sky130hd
export DESIGN_NAME = hazard
export DESIGN_NICKNAME = hazard
export VERILOG_FILES = /design/flow/design.v
export SDC_FILE = /design/flow/constraint.sdc
export NUM_CORES = 4
export LEC_CHECK = 1
export CORE_AREA = 10 10 70 70
export DIE_AREA = 0 0 80 80
==> notes.md <==
Results of the full flow below.

Logic synthesis:
- The average instance in the mapped netlist occupies 7.35 um^2.
- Ranked by total cell area, the synthesized netlist is headed by sky130_fd_sc_hd__xnor2_1, sky130_fd_sc_hd__nand3_1, sky130_fd_sc_hd__nand2_1, sky130_fd_sc_hd__o22ai_1, sky130_fd_sc_hd__mux2i_1.
- The synthesized netlist handed to floorplanning was reported with a cell count of 39.
- The run puts the area share of the leading cell type in the synthesized netlist at 61.1%.
- The run puts the post-synthesis cell area at 287 um^2.
- The run gives the count of synthesis-stage warnings from yosys as 1.
- The run gives the chip area from the yosys synthesis statistics as 287 um^2.
- In the synthesized netlist, the cells that appear most often are sky130_fd_sc_hd__xnor2_1, sky130_fd_sc_hd__nand2_1, sky130_fd_sc_hd__nand3_1.
- The run gives the sequential share of the synthesized area as 0%.
- The run gives the most used standard cell by instance count after synthesis as sky130_fd_sc_hd__xnor2_1.
- The run puts the yosys cell count at 39.
- The synthesized netlist contains 13 unique library cells.
- The run gives the biggest area consumer among synthesized cells as sky130_fd_sc_hd__xnor2_1.

Setup path:
- Per STA, the worst path is made up of clkdlybuf4s50_1 -> or3_1 -> o311a_1 -> a22o_1 -> clkdlybuf4s50_1.
- In the setup report, the worst path falls into the class in -> out.
- Per the STA report, the cell with the highest stage delay on the worst path is sky130_fd_sc_hd__clkdlybuf4s50_1.
- The data required time reported for the critical path is 2400 ps.
- The worst setup path is launched from a primary input.
- The worst setup path is captured at an output pin.
- The run gives the top fanout value on the critical path as 2.
- The run puts the data arrival time of the critical path at 2320 ps.
- The run puts the highest cell delay on the worst timing path at 410 ps.
- Among the stages of the critical path, the cell type that occurs most often is sky130_fd_sc_hd__clkdlybuf4s50_1.

Job:
- The run gives the stage-log warning count as 33.
- The run gives the number of max-cap violations as 0.

Floorplan:
- The run gives the effective utilization at floorplan as 8.39%.
- From bottom edge to top edge, the die measures 80 um.
- The floorplan report gives the top-level pin count as 28.
- The run gives the area of the core as 3420 um^2.
- Per the OpenROAD floorplan log, the area of the die is 6400 um^2.
- The run puts the number of placement rows at 21.
- The run gives the die width as 80 um.

Final timing:
- Setup repair after global routing left no endpoint under its margin.
- The run gives the post-route fraction of the period consumed by the critical path as 97.2%.
- The run gives the relative max-transition margin as 84.2%.
- In the final report, the number of endpoints failing setup comes to 0.
- The run gives the final worst setup slack as 83.9 ps.
- The run puts the fmax at 0.343 GHz.
- The run puts the transition time of the tightest slew-check pin at 236 ps.
- The run gives the time the worst path needs with I/O delays and setup as 2920 ps.
- The run puts the hold violation count in the final report at 0.
- The run gives the final max-slew violation count as 0.

Global routing:
- The via count of the first global-routing pass is 431.
- The run puts the total routing resource utilization after global routing at 3.95%.
- The number of antenna violations at the first check in global routing is 0.
- The run gives the wire length of the first global-routing pass as 1.99 mm.
- The run gives the maximum number of pins on one net before global-route repair as 4.
- The run gives the total congestion overflow as 0.

Status:
- The flow ran to the end, and the final reports show no timing, DRC or antenna violations.

Power:
- The run puts the cell leakage power at 0.216 nW.
- The run puts the worst IR drop on VDD at 24.0 uV.
- After layout, the design draws a total of 0.0875 mW.
- The flow reported a cell area power density of 134 nW/um^2.

Layout:
- The run gives the post-synthesis to final-layout area growth as 127%.
- The run gives the final design area excluding fillers as 651 um^2.
- The run puts the tally of filler cells in the layout at 393.
- The run puts the final core utilization at 19.0%.
- Per the layout area report, the register area comes to 0 um^2.
- In the final layout, the multi-input gates occupy 290 um^2.
- The run puts the layout cell share with drive strength beyond 1 at 8.70%.
- The run gives the sequential cell count of the final layout as 0.
- In the final layout, the clock buffer count is 0.

Hold path:
- The run gives the worst-case hold path end point as PCWrite.
- The number of cells on the worst hold path is listed as 6.
- The run gives the class of the most critical hold timing path as in -> out.
- For the worst min-delay path, the startpoint reported by OpenROAD is ex_memRdOut[2].

Drt:
- Antenna repair during routing inserted a diode count of 0.
- The detailed router finished its first iteration with 11 violations.
- The run gives the routed length per placed instance as 11.2 um.
- The detail route stage leaves a number of antenna-violating nets equal to 0.
- The run gives the count of vias placed by the detailed router as 357.
- The run puts the detailed-router iteration count before antenna repair at 2.
- The script parses the final routing iteration and logs DRC violations as 0.
- The run puts the routed wire length at 1.29 mm.
- The run gives the via density per instance as 3.10.

Placement:
- The run gives the post-place instance area as 629 um^2.
- The run gives the pre-CTS setup slack as -91.6 ps.
- The run gives the last weighted congestion value of the routability-driven placer as 0.737.
- The run gives the count of buffers inserted at the top-level ports as 27.
- In the placement report, post-DP HPWL is listed as 1.20 mm.

Clocking:
- The run gives the hold-fix buffer count after cts as 0.
==> cell type report <==
class	count	area share [%]
timing repair buffer	31	46.5
multi-input combinational	38	44.6
tap	46	8.85
==> worst max-delay path: cells and delay by family <==
family / cells / cell delay, ps
simple gates: 1 / 330
buf+inv: 2 / 820
compound gates: 2 / 560
==> power breakdown <==
part / total, mW / leakage, nW / switching (mW) / internal (mW)
clock network: 0 / 0 / 0 / 0
logic: 0.0875 / 0.216 / 0.0306 / 0.0568
registers: 0 / 0 / 0 / 0
total: 0.0875 / 0.216 / 0.0306 / 0.0568
==> how the worst max path moves through the flow <==
stage     slack (ps)      startpoint    to  cells after the start
4_1_cts           20  ex_memRdOut[0]  NOPS                      5
5_1_grt           20  ex_memRdOut[0]  NOPS                      5
6_report          80  ex_memRdOut[0]  NOPS                      5
==> metal layers <==
layer	wire (um)	GRT usage, %	part of all wire, %
met4	0	0	0
met5	0	0	0
met3	117	1.48	9.1
met2	637	7.38	49
met1	535	4.35	42
==> cell families after synthesis <==
group	synth area share (%)
AND-OR/OR-AND	15.3
XOR/XNOR	61.1
buffers and inverters	2.62
multiplexers	3.49
AND/OR/NAND/NOR	17.5
==> through the flow <==
stage,std cells,TNS [ps],hold WS (ps)
2_1_floorplan,39,0,1410
3_3_place_gp,114,-162,2350
3_5_place_dp,114,-181,2330
4_1_cts,114,0,2110
5_1_grt,115,0,2070
6_report,115,0,2020
==> what timing repair did <==
| item | in CTS | in global routing |
|---|---|---|
| setup buffers | 0 | 1 |
| gates resized | 3 | 3 |
| pin swaps | 1 | 2 |
| setup endpoints to repair | 2 | 1 |
| hold endpoints to repair | 0 | 0 |
==> placed cells by master (no fill, tap or decap) <==
cell,netlist,final
sky130_fd_sc_hd__mux2i_1,1,1
sky130_fd_sc_hd__clkdlybuf4s50_1,0,23
sky130_fd_sc_hd__dlygate4sd2_1,0,2
sky130_fd_sc_hd__o22ai_1,2,1
sky130_fd_sc_hd__a22oi_2,0,1
sky130_fd_sc_hd__o311a_1,1,1
sky130_fd_sc_hd__nor3_1,1,1
sky130_fd_sc_hd__nor2_1,1,1
sky130_fd_sc_hd__nand3_1,4,4
sky130_fd_sc_hd__o22ai_2,0,1
sky130_fd_sc_hd__a21oi_1,1,1
sky130_fd_sc_hd__buf_4,1,4
sky130_fd_sc_hd__nand2_1,4,4
sky130_fd_sc_hd__xnor2_1,20,20
sky130_fd_sc_hd__a22o_1,1,1
sky130_fd_sc_hd__or3_1,1,1
sky130_fd_sc_hd__dlymetal6s2s_1,0,2
Power is estimated from default activity; no workload was simulated.
